## design/flow/config.mk

```make
export PLATFORM = sky130hd
export DESIGN_NAME = MIPS
export DESIGN_NICKNAME = MIPS
export VERILOG_FILES = /design/flow/design.v
export SDC_FILE = /design/flow/constraint.sdc
export NUM_CORES = 4
export LEC_CHECK = 1
export CORE_AREA = 10 10 70 70
export DIE_AREA = 0 0 80 80
```

## design/flow/constraint.sdc

```tcl
current_design MIPS

set clk_period 2.2
set clk_io_pct 0.2

create_clock -name clk0 -period $clk_period [get_ports {clock}]

set non_clock_inputs [all_inputs -no_clocks]
set_input_delay [expr $clk_period * $clk_io_pct] -clock clk0 $non_clock_inputs
set_output_delay [expr $clk_period * $clk_io_pct] -clock clk0 [all_outputs]
```

## design/flow/design.v

```verilog
module Alu(
    clock,
    alu_Control,
    src_A,
    src_B,
    alu_Result,
    alu_Zero
    );
    input clock;
    input [2:0] alu_Control;
    input [31:0] src_A;
    input [31:0] src_B;
    output reg[31:0] alu_Result;
    output alu_Zero;
    always  @(*) begin   
        case(alu_Control)
            3'b010: begin
                alu_Result =  src_A + src_B; 
            end
            3'b110: begin
                alu_Result  =  src_A - src_B;
            end
            3'b000: 
                alu_Result  =  src_A & src_B; 
            3'b001:
                alu_Result  =  src_A | src_B; 
            3'b101:
                alu_Result  =  src_A ^ src_B; 
            3'b111: begin 
                if  (src_A < src_B) 
                    alu_Result =1;
                else 
                    alu_Result =0;        
            end
            default:
                alu_Result = 32'hxxxxxxxx;
        endcase
    end 
    assign alu_Zero = (alu_Result == 32'd0) ? 1'd1 : 1'd0;
endmodule
module Control_Branch( 
    sig_Branch,
    alu_Zero,
    sig_PCWirte,
    pc_En
    );
    input sig_Branch;
    input alu_Zero;
    input sig_PCWirte;
    output pc_En;
    wire out1,out2;
    assign out1 = sig_Branch & alu_Zero;
    assign pc_En = out1 | sig_PCWirte;
endmodule 
module Control_Unit( 
    clock,
    rst,
    instr_Opcode,
    instr_Function,
    sig_MemtoReg,
    sig_RegDst,
    sig_IorD,
    sig_PCSrc,
    sig_ALUSrcB, 
    sig_ALUSrcA, 
    sig_IRWrite, 
    sig_MemWrite,
    sig_PCWrite,
    sig_Branch,
    sig_RegWrite,
    state,
    alu_Control
    );
    input clock;
    input rst;
    input [5:0] instr_Opcode;
    input [5:0] instr_Function;
    output sig_MemtoReg;
    output sig_RegDst;
    output sig_IorD;
    output sig_PCSrc;
    output [1:0] sig_ALUSrcB;
    output sig_ALUSrcA;
    output sig_IRWrite;
    output sig_MemWrite;
    output sig_PCWrite;
    output sig_Branch;
    output sig_RegWrite;
    output reg [3:0] state;
    output reg [2:0] alu_Control;
    parameter STATE_0 = 0;
    parameter STATE_1 = 1;
    parameter STATE_2 = 2;
    parameter STATE_3 = 3;
    parameter STATE_4 = 4;
    parameter STATE_5 = 5;
    parameter STATE_6 = 6;
    parameter STATE_7 = 7;
    parameter STATE_8 = 8;
    parameter STATE_9 = 9;
    parameter STATE_10 = 10;
    parameter STATE_11 = 11;
    parameter STATE_12 = 12;
    parameter STATE_13 = 13;
    parameter STATE_14 = 14;
    parameter R_TYPE = 6'b000000;  
    parameter SUBI = 6'b001000;    
    wire [1:0] alu_Op;
    always@(posedge clock) begin
        if (rst) 
            state <= 4'd0;
        else begin
            case(state)
                STATE_0: 
                    state <= 4'd1;
                STATE_1:begin
                    if (instr_Opcode == R_TYPE)
                        state <= 4'd6;
                    else if (instr_Opcode == SUBI)
                        state <= 4'd9;
                    else 
                        state <= 4'd0;
                end                             
                STATE_6: begin
                        state <= 4'd7;
                end     
                STATE_7:
                    state <= 4'd0;
                STATE_9:
                    state <= 4'd10;         
                STATE_10:
                    state <= 4'd0;                            
                default : state <= 4'd0;
            endcase 
        end
    end
    assign sig_IorD = 1'b0;
    assign sig_ALUSrcA = (rst == 1'b1) ? 1'b0  :(((state == 4'd9)|| (state == 4'd10)||(state == 4'd6)) ? 1'b1 : 1'b0);
    assign sig_ALUSrcB = (rst == 1'b1) ? 2'b00 :((state == 4'd0)? 2'b01 : ((state == 4'd1) ? 2'b11 : (((state == 4'd9)||(state == 4'd10)) ? 2'b10 : 2'b00)));
    assign alu_Op = (rst == 1'b1) ? 2'b0  :(((state == 4'd6)||(state==4'd7)) ? 2'b10 : (((state == 4'd9)||(state==4'd10))? 2'b01: 2'b00));
    assign sig_PCSrc = (rst == 1'b1) ? 1'b0 : 1'b0;
    assign sig_IRWrite = (rst == 1'b1) ? 1'b0  :((state  == 4'd0) ? 1'b1 : 1'b0);
    assign sig_PCWrite = (rst == 1'b1) ? 1'b0  :((state == 4'd0) ? 1'b1 : 1'b0);
    assign sig_Branch = (rst == 1'b1) ? 1'b0  : 1'b0;
    assign sig_RegDst = (rst == 1'b1) ? 1'b0  :((state == 4'd7)? 1'b1 : 1'b0);
    assign sig_MemtoReg = (rst == 1'b1) ? 1'b0 : 1'b0;
    assign sig_RegWrite = (rst == 1'b1) ? 1'b0  :(((state == 4'd7) || (state == 4'd10)) ? 1'b1 : 1'b0);
    assign sig_MemWrite = 1'b0;
    always @(alu_Op or instr_Function) begin
        if (alu_Op ==0)
            alu_Control <= 3'b010;               
        else if (alu_Op == 2'b01 )
            alu_Control <= 3'b110;               
        else if (alu_Op == 2'b10 ) begin
            case (instr_Function)
                6'b100000 : 
                    alu_Control <= 3'b010;   
                6'b100010 : 
                    alu_Control <= 3'b110;   
                6'b100100 : 
                    alu_Control <= 3'b000;   
                6'b100101 : 
                    alu_Control <= 3'b001;   
                6'b101010 : 
                    alu_Control <= 3'b111;   
                6'b100110 : 
                    alu_Control <= 3'b101;   
                default :   
                    alu_Control <= 3'bxxx;
            endcase                 
        end
        else if (alu_Op == 2'b11 ) begin
            alu_Control <= 3'b001;
            end
        else 
            alu_Control <= 3'bxxx;
    end         
endmodule   
module MIPS(
    clock,
    rst,
    state
    );
    input clock;
    input rst;
    output [3:0] state;
    wire alu_Zero;
    wire sig_Branch;
    wire sig_PCWrite;
    wire sig_MemWrite;
    wire sig_IRWrite;
    wire sig_RegDst;
    wire sig_ALUSrcA;
    wire sig_MemtoReg;
    wire [2:0] sig_ALUControl;
    wire [1:0] sig_ALUSrcB;
    wire sig_IorD;   
    wire _Zero;
    wire _Pc_En; 
    wire [31:0] _Pc; 
    wire [31:0] _Pc_Prime;     
    wire [31:0] _Adr;
    wire [31:0] _Rd;
    wire [31:0] _Instr;
    wire [31:0] _Data;
    wire [4:0] _A3;
    wire [31:0] _Wd3;
    wire [31:0] _Rd1;
    wire [31:0] _Rd2;
    wire [31:0] _Sign_Imm;
    wire [31:0] _Reg_A;
    wire [31:0] _Reg_B;
    wire [31:0] _Src_A; 
    wire [31:0] _Src_B;
    wire [31:0] _Alu_Result;
    wire _Pc_Src;
    wire [31:0] _Alu_Out;
    wire [31:0] _Sign_Imm_Shifted;
    Control_Unit control (
    .clock(clock), 
    .rst(rst), 
    .instr_Opcode(_Instr[31:26]), 
    .sig_MemtoReg(sig_MemtoReg), 
    .sig_RegDst(sig_RegDst), 
    .sig_IorD(sig_IorD), 
    .sig_PCSrc(_Pc_Src), 
    .sig_ALUSrcB(sig_ALUSrcB), 
    .sig_ALUSrcA(sig_ALUSrcA), 
    .sig_IRWrite(sig_IRWrite), 
    .sig_MemWrite(sig_MemWrite), 
    .sig_PCWrite(sig_PCWrite), 
    .sig_Branch(sig_Branch), 
    .sig_RegWrite(RegWrite), 
    .state(state), 
    .alu_Control(sig_ALUControl), 
    .instr_Function(_Instr[5:0])
    );
    Register_En pc (    
    .clock(clock),.rst(rst), 
    .enable(_Pc_En),
    .in(_Pc_Prime), 
    .out(_Pc)
    );
    Mux_2_Bit #(.DATA_WIDTH(32)) mux_i_or_d(
    .input_0(_Pc), 
    .input_1(_Alu_Out), 
    .selector(sig_IorD), 
    .mux_Out(_Adr)
    );
    Memory #(.DATA_WIDTH(50))memory (
    .clock(clock), 
    .sig_MemWrite(sig_MemWrite), 
    .adr(_Adr), 
    .wd(_Reg_B), 
    .rd(_Rd)
    );
    Register_En instr (   
    .clock(clock), 
    .enable(sig_IRWrite),
    .in(_Rd), 
    .out(_Instr)
    );
    Register data (     
    .clock(clock), 
    .in(_Rd), 
    .out(_Data)
    );
    Mux_2_Bit #(.DATA_WIDTH(5)) mux_reg_dst(
    .input_0(_Instr[20:16]), 
    .input_1(_Instr[15:11]), 
    .selector(sig_RegDst), 
    .mux_Out(_A3)
    );
    Mux_2_Bit #(.DATA_WIDTH(32)) mux_mem_to_reg (
    .input_0(_Alu_Out), 
    .input_1(_Data), 
    .selector(sig_MemtoReg), 
    .mux_Out(_Wd3)
    );
    Register_File register_file (
    .clock(clock),  
    .a1(_Instr[25:21]), 
    .a2(_Instr[20:16]), 
    .a3(_A3), 
    .wd3(_Wd3), 
    .sig_RegWrite(RegWrite), 
    .rd1(_Rd1), 
    .rd2(_Rd2)
    );
    Sign_Extention sign_extention (
    .immidiate(_Instr[15:0]), 
    .sign_Imm(_Sign_Imm)
    );
    Register reg_a (      
    .clock(clock), 
    .in(_Rd1), 
    .out(_Reg_A)
    );
    Register reg_b (      
    .clock(clock), 
    .in(_Rd2), 
    .out(_Reg_B)
    );
    Mux_2_Bit #(.DATA_WIDTH(32)) mux_alu_src_a(
    .input_0(_Pc), 
    .input_1(_Reg_A), 
    .selector(sig_ALUSrcA), 
    .mux_Out(_Src_A)
    );
    Mux_4_Bit #(.DATA_WIDTH(32)) mux_alu_src_b (
    .input_0(_Reg_B), 
    .input_1(4),  
    .input_2(_Sign_Imm), 
    .input_3(_Sign_Imm_Shifted), 
    .selector(sig_ALUSrcB), 
    .mux_Out(_Src_B)
    );
    Shifter1 #(.DATA_WIDTH(32)) shifter_1 (
    .sign_Imm(_Sign_Imm), 
    .shifted_Sign_Imm(_Sign_Imm_Shifted)
    );
    Alu alu (
    .clock(clock),
    .alu_Control(sig_ALUControl), 
    .src_A(_Src_A), 
    .src_B(_Src_B), 
    .alu_Result(_Alu_Result), 
    .alu_Zero(_Zero)
    );
    Control_Branch control_branch(
    .sig_Branch(sig_Branch), 
    .alu_Zero(_Zero), 
    .sig_PCWirte(sig_PCWrite), 
    .pc_En(_Pc_En)
    );
    Register alu_out (      
    .clock(clock), 
    .in(_Alu_Result), 
    .out(_Alu_Out)
    );
    Mux_2_Bit #(.DATA_WIDTH(32)) mux_pc_src (
    .input_0(_Alu_Result), 
    .input_1(_Alu_Out), 
    .selector(_Pc_Src), 
    .mux_Out(_Pc_Prime)
    );
endmodule
module Memory(
    clock,
    sig_MemWrite, 
    adr, 
    wd, 
    rd 
    );
    input clock;
    input sig_MemWrite; 
    input [31:0] adr; 
    input [31:0] wd ; 
    output reg [31:0] rd; 
    parameter DATA_WIDTH = 50;
    reg [7:0] ram [0:DATA_WIDTH-1];
    initial begin 
        {ram[0],ram[1],ram[2],ram[3]}=32'b000000_00010_00011_00001_00000_101010;
        {ram[4],ram[5],ram[6],ram[7]}=32'b001000_00100_00101_00000000_00001000;
    end
    always @(posedge clock) begin
        if(sig_MemWrite == 0)
            rd = {ram[adr],ram[adr+1],ram[adr+2],ram[adr+3]};
        else
            ram[adr] = wd;
    end
endmodule
module Mux_2_Bit(
    input_0,
    input_1,
    selector,
    mux_Out
    );
    parameter DATA_WIDTH = 32;
    input [DATA_WIDTH -1:0] input_0;               
    input [DATA_WIDTH -1:0] input_1;                
    input selector;              
    output reg [DATA_WIDTH -1:0] mux_Out;
    always @ (*) begin
      case (selector)
        1'b0: 
          mux_Out = input_0;
        1'b1: 
          mux_Out = input_1;
        default: 
          mux_Out = 32'bx; 
      endcase
    end
endmodule
module Mux_4_Bit( 
  input_0,
  input_1,
  input_2,
  input_3,
  selector,
  mux_Out
  );
  parameter DATA_WIDTH = 32;
  input [DATA_WIDTH -1:0] input_0;               
  input [DATA_WIDTH -1:0] input_1;  
  input [DATA_WIDTH -1:0] input_2;               
  input [DATA_WIDTH -1:0] input_3;                
  input [1:0]selector;              
  output reg [DATA_WIDTH -1:0] mux_Out;
  always @ (*) begin
    case (selector)
      2'b00 : 
        mux_Out = input_0;
      2'b01 : 
        mux_Out = input_1;
      2'b10 : 
        mux_Out = input_2;
      2'b11 : 
        mux_Out = input_3;
      default : 
        mux_Out = 32'bx; 
    endcase
  end
endmodule
module Register( 
    clock,
    in,
    out
    );
    input clock;
    input [31:0] in;
    output  [31:0]out;
    reg [31:0] out ;
    always @ (*) begin
        out <= in;  
    end
endmodule 
module Register_En( 
   input clock,
    input rst,
    input [31:0] in,
    input enable,
    output reg [31:0] out
    );
    always@(posedge clock or posedge rst) begin
        if(rst) out<=0; 
        else begin
            if(enable) out<=in;
        end
    end
endmodule
module Register_File(
    clock,
    a1,
    a2,
    a3,
    wd3,
    sig_RegWrite,
    rd1,
    rd2
    );
    input clock;
    input [4:0] a1;
    input [4:0] a2;
    input [4:0] a3;
    input [31:0] wd3;
    input sig_RegWrite;
    output  [31:0] rd1;
    output  [31:0] rd2;
    reg [31:0] reg_File  [0:31];
    integer i;
    initial begin
        reg_File[0]=0;
        reg_File[1]=2;
        reg_File[2]=32'h778DE;
        reg_File[3]=32'h16FDA;
        reg_File[4]=32'h898F;
        for(i=5;i<31;i=i+1)
        begin
        reg_File[i]=0;
        end
    end
    assign rd1 = reg_File[a1];
    assign rd2 = reg_File[a2];
    always @(posedge clock) begin
        if (sig_RegWrite == 1)
            reg_File[a3] <= wd3;
    end
endmodule
module Shifter1(
    sign_Imm,
    shifted_Sign_Imm
    );
    parameter DATA_WIDTH = 32;
    input [DATA_WIDTH - 1:0] sign_Imm;
    output [DATA_WIDTH -1:0] shifted_Sign_Imm;
    assign shifted_Sign_Imm = sign_Imm << 2;
endmodule
module Sign_Extention(
    immidiate,
    sign_Imm
    );
    input [15:0] immidiate;
    output reg [31:0] sign_Imm;
    always @(*) begin
        sign_Imm[31:0] <= { {16{immidiate[15]}}, immidiate[15:0]};
    end
endmodule
```

## design/flow/run.sh

```bash
#!/bin/bash
# OpenROAD 26Q1-2900-gdf79404cd8, Yosys 0.63+post, stock flow scripts
make -C /OpenROAD-flow-scripts/flow DESIGN_CONFIG=/design/flow/config.mk WORK_HOME=/design/flow/orfs finish
```

==> flow_metrics.tcl <==
# yosys + openroad results
set metrics [dict create \
    status "finished clean" \
    yosysChipArea_sq_um 155 \
    initCoreUtil_pct 4.54 \
    ff2ff_setup_slack_ps 1160 \
    hold_depth 1 \
    slowest_stage "clkdlybuf4s50_1" \
    root_buffer "clkbuf_4" \
    die_area_sq_um 6400 \
    io_pins 6 \
    intPower_mw 0.173 \
    p_leak_nw 0.0851 \
    drt_pre_antenna_iters 2 \
    crit_family "buffers and inverters" \
    ys_types 9 \
    setup_viol 0 \
    vias 122 \
    reg2regPathDepth 2 \
    synth_warnings 12 \
    arrival_ps 1160 \
    reg2reg_from "control.state[0]$_SDFF_PP0_" \
    tightest_slew_ps 230 \
    antenna_left 0 \
    die_w_um 80 \
    post_cts_buffers 0 \
    grt_pass1_wl_um 669 \
    crit_chain "clkdlybuf4s50_1" \
    grt_max_degree 6 \
    track_usage_pct 1.39 \
    finalCriticalPeriod_ps 1600 \
    startpoint "control.state[2]$_SDFF_PP0_" \
    cp_max_fo 5 \
    critical_path_depth 1 \
    critPathKind "reg2out" \
    power_switching_mw 0.0543 \
    grt_pass1_vias 138 \
    combPwrFrac_pct 18.4 \
    cts_tree "built" \
    use_met2_pct 1.04 \
    warnings 25 \
    numSynthFlops 4 \
    place_congestion 0.686 \
    slew_violations 0 \
    maxCapViolations 0 \
    use_met1_pct 2.20 \
    clk_pin_slew_worst_paths_ps 40 \
    largest_reg_flops 4 \
    power_frac_clock_pct 40.8 \
    fin_crit_sh_pct 72.7 \
    relSlewSlack_pct 84.6 \
    n_antenna_cell 0 \
    syn_avg_cell_area_sq_um 12.9 \
    drt_iter0_markers 1 \
    postLayoutCellArea_sq_um 285 \
    antenna_found_initial 0 \
    rsz0062_at_grt "false" \
    critPathMaxStageDelay_ps 520 \
    areaGrowthSynthToFinish_pct 83.9 \
    ys_seq_share_pct 51.6 \
    reg.largest.list "control.state: 4 flops" \
    ys_cells 12 \
    powerDensity_nw_per_um2 796 \
    syn-instance-count 12 \
    post_drt_via_cell_ratio 1.85 \
    largest_register "control.state" \
    setup_tns_ps 0 \
    hold_start "control.state[3]$_SDFF_PP0_" \
    drive_above_1_share_pct 30.0 \
    stdcell_count 66 \
    yosysTopAreaCellShare_pct 51.6 \
    top_cells_by_area "dfxtp_1, a211oi_2, nor3b_2" \
    clkSinkCount 4 \
    lay_top_count "clkdlybuf4s50_1" \
    holdPathEnd "control.state[2]$_SDFF_PP0_" \
    cp-start-kind "flip-flop" \
    core_sq_um 3420 \
    wire_per_inst_um 6.41 \
    port-buffer-count 5 \
    grt.busiest_layer "met1" \
    num_rows 21 \
    path_buffers 1 \
    top_area_cell "dfxtp_1" \
    clk-insertion-delay-late_ps 230 \
    switching_share_pct 23.9 \
    die_h_um 80 \
    finalClockSkew_ps 0.563 \
    drcViolationCount 0 \
    hold_viol 0 \
    grt-ovfl-total 0 \
    htreeDepth 1 \
    postCtsHoldBufs 0 \
    placed_area_sq_um 263 \
    lay_top_cells "clkdlybuf4s50_1, dfxtp_1, clkbuf_4" \
    netlist_area_sq_um 155 \
    cts_buffer_depth 2 \
    fmax_mhz 625 \
    ir_drop_uv 150 \
    end_kind "output port" \
    use_met3_pct 1.14 \
    ctsResizeCount 0 \
    seq_power_share_pct 40.8 \
    hp-class "reg2reg" \
    worstPathRequired_ps 1760 \
    r2r-end "control.state[2]$_SDFF_PP0_" \
    post-place-cells 63 \
    routed_wl_um 423 \
    cts-buffers-inserted 3 \
]
[power by group through the flow]
stage	Sequential, mW	Combinational, mW	Clock [mW]
CTS	0.0929	0.0427	0.0986
global route	0.0941	0.0461	0.101
finish	0.0927	0.0417	0.0926
[logic make-up (layout without fill, tap and decap cells)]
family | after synthesis | in the layout | share of synthesized area (%)
xor gates and xnor gates | 1 | 1 | 5.65
AOI/OAI and AO/OA | 2 | 2 | 11.3
buffers and inverters | 0 | 8 | 0
DFF | 4 | 4 | 51.6
and+or+nand+nor | 5 | 5 | 31.5
[Yosys cell counts, drive strengths merged]
master	instances
nor3b	1
a21oi	1
nor4	1
nand3b	1
xor2	1
or3b	1
dfxtp	4
a211oi	1
nand4bb	1
[worst max-delay path by stage]
| stage | end | slack, ps |
|---|---|---|
| 6_report | state[2] | 600 |
| 4_1_cts | state[2] | 580 |
| 5_1_grt | state[1] | 540 |
[through the flow]
| stage | hold slack (ps) | worst slack [ps] | power [mW] | utilization, % |
|---|---|---|---|---|
| after floorplan | 419 | 1240 | 0.110 | - |
| after global placement | 462 | 860 | 0.135 | 7.69 |
| after detailed placement | 478 | 841 | 0.136 | 7.69 |
| after CTS | 488 | 582 | 0.234 | 8.35 |
| after global routing | 504 | 539 | 0.241 | 8.35 |
| final | 488 | 601 | 0.227 | 8.35 |
[cell type report]
cell class	count	area, sq um
Sequential cell	4	80.1
Timing Repair Buffer	5	50.0
Multi-Input combinational cell	8	75.1
Tap cell	46	57.6
Clock buffer	3	22.5
Fill cell	410	3130
[routing by layer]
layer	part of all wire, %	up-vias
li1	-	64
met1	64	52
met2	25	6
met3	11	0
met4	0	0
met5	0	-
Power figures rest on the tool's default switching activity, not on a simulated workload.
